===== run.sh =====
#!/bin/bash
# OpenROAD 26Q1-2900-gdf79404cd8, Yosys 0.63+post, stock flow scripts
make -C /OpenROAD-flow-scripts/flow DESIGN_CONFIG=/design/flow/config.mk WORK_HOME=/design/flow/orfs finish

===== config.mk =====
export PLATFORM = sky130hd
export DESIGN_NAME = alu
export DESIGN_NICKNAME = alu
export VERILOG_FILES = /design/flow/design.v
export SDC_FILE = /design/flow/constraint.sdc
export NUM_CORES = 4
export LEC_CHECK = 1
export CORE_UTILIZATION = 40

===== constraint.sdc =====
current_design alu

set clk_period 4.4
set clk_io_pct 0.2

create_clock -name clk0 -period $clk_period [get_ports {clk}]

set non_clock_inputs [all_inputs -no_clocks]
set_input_delay [expr $clk_period * $clk_io_pct] -clock clk0 $non_clock_inputs
set_output_delay [expr $clk_period * $clk_io_pct] -clock clk0 [all_outputs]

===== design.v =====
module alu #(parameter DATA_WIDTH = 8, CMD_WIDTH = 4)(
        input clk, rst, MODE, CE,
        input [1:0]INP_VALID,
        input [CMD_WIDTH-1:0]CMD,
        input [DATA_WIDTH-1:0]OPA,OPB,
        input CIN,
        output reg [2*DATA_WIDTH:0]res,
        output reg cout, oflow, g, l, e, err
);
        localparam ADD = 4'b0000,  
                        SUB = 4'b0001,
                        ADD_CIN = 4'b0010,
                        SUB_CIN = 4'b0011,
                        INC_A = 4'b0100,
                        DEC_A = 4'b0101,
                        INC_B = 4'b0110,
                        DEC_B = 4'b0111,
                        CMP = 4'b1000,
                        MUL_1 = 4'b1001,
                        MUL_2 = 4'b1010,
                        ADD_S = 4'b1011,
                        SUB_S = 4'b1100,
                        AND = 4'b0000,  
                        NAND = 4'b0001,
                        OR = 4'b0010,
                        NOR = 4'b0011,
                        XOR = 4'b0100,
                        XNOR = 4'b0101,
                        NOT_A = 4'b0110,
                        NOT_B = 4'b0111,
                        SHR1_A = 4'b1000,
                        SHL1_A = 4'b1001,
                        SHR1_B = 4'b1010,
                        SHL1_B = 4'b1011,
                        ROL_A_B = 4'b1100,
                        ROR_A_B = 4'b1101;
        localparam N = $clog2(DATA_WIDTH);
        localparam signed [DATA_WIDTH:0] MAX_POS = (1 << (DATA_WIDTH - 1)) - 1;
        localparam signed [DATA_WIDTH:0] MIN_NEG = -(1 << (DATA_WIDTH - 1));
        reg [DATA_WIDTH-1:0]opa_reg, opb_reg;
        reg [CMD_WIDTH-1:0] cmd_reg;
        reg mode_reg, ce_reg;
        reg [1:0] inp_valid_reg;
        reg cin_reg;
        reg [DATA_WIDTH-1:0] mul_opa, mul_opb;
        reg mul_reg1;
        reg [2*DATA_WIDTH:0] mul_res;
        reg mul_reg2;
        reg [N-1:0]shift_amount;
        reg [2*DATA_WIDTH:0] RES;
        reg COUT, OFLOW, G, L, E, ERR;
        wire signed [DATA_WIDTH-1:0] opa_s = opa_reg;
        wire signed [DATA_WIDTH-1:0] opb_s = opb_reg;
        reg signed [2*DATA_WIDTH:0] res_s;
    	always@(posedge clk or posedge rst) begin
		if(rst) begin
			opa_reg <= 0;
			opb_reg <= 0;
			ce_reg <= 0;
			mode_reg <= 0;
			cmd_reg <= 0;
			inp_valid_reg <= 0;
			cin_reg <= 0;
		end
		else begin
			opa_reg <= OPA;
			opb_reg <= OPB;
			cmd_reg <= CMD;
			mode_reg <= MODE;
			ce_reg <= CE;
			inp_valid_reg <= INP_VALID;
			cin_reg <= CIN;
		end
	end
	always @(*) begin
        RES = 0;
        COUT = 0;
        OFLOW = 0;
        G = 0;
        L = 0;
        E = 0;
        ERR = 0;
        res_s = 0;
        if(ce_reg) begin
            if(mode_reg) begin
                if(inp_valid_reg == 2'b11)begin
                    case(cmd_reg)
                        ADD : begin
                            RES = opa_reg + opb_reg;
                            COUT = RES[DATA_WIDTH]?1:0;
                        end
                        SUB : begin
                            OFLOW = (opa_reg < opb_reg)?1:0;
                            RES = opa_reg - opb_reg;
                        end
                        ADD_CIN : begin
                            RES = opa_reg + opb_reg + cin_reg;
                            COUT = RES[DATA_WIDTH]?1:0;
                        end
                        SUB_CIN : begin
                            OFLOW = (opa_reg < opb_reg)?1:0;
                            RES = opa_reg - opb_reg - cin_reg;
                        end
                        CMP : begin
                            if(opa_reg == opb_reg)
                            begin
                                E = 1'b1;
                            end
                            else if(opa_reg > opb_reg)
                            begin
                                G = 1'b1;
                            end
                            else if(opa_reg < opb_reg)
                            begin
                                L = 1'b1;
                            end
                            else
                            begin
                                E = 0;
                                G = 0;
                                L = 0;
                            end
                        end
                        MUL_1 : begin
                                if(mul_reg2) begin
                                    RES = mul_res;
                                end else begin
                                    RES = 0;
                                end
                        end
                        MUL_2 : begin
                                if(mul_reg2) begin
                                   RES = mul_res;
                                end else begin
                                    RES = 0;
                                end
                        end
                        ADD_S : begin
                                res_s = opa_s + opb_s;
                                RES = res_s;
                                COUT = res_s[DATA_WIDTH];
                                OFLOW = (res_s > MAX_POS) || (res_s < MIN_NEG);
                                E = (opa_s == opb_s)?1:0;
                                G = (opa_s > opb_s)?1:0;
                                L = (opa_s < opb_s)?1:0;
                        end
					    SUB_S : begin
                                res_s = opa_s - opb_s;
                                RES = res_s;
                                COUT = res_s[DATA_WIDTH];
                                OFLOW = (res_s > MAX_POS) || (res_s < MIN_NEG);
                                E = (opa_s == opb_s)?1:0;
                                G = (opa_s > opb_s)?1:0;
                                L = (opa_s < opb_s)?1:0;
                        end
                        default : begin
                                    RES = 0;
                                    COUT = 0;
                                    OFLOW = 0;
                                    G = 0;
                                    L = 0;
                                    E = 0;
                                    ERR = 1;
                               end
                    endcase
                end
                else if(inp_valid_reg == 2'b10) begin
                    case(cmd_reg)
                        INC_A : begin
                            RES = opa_reg + 1;
                            OFLOW = RES[DATA_WIDTH]?1:0;
                        end
                        DEC_A : begin
                            RES = opa_reg - 1;
                            OFLOW = (OPA < 1)?1:0;
                        end
                        default : begin
                            RES = 0;
                            COUT = 0;
                            OFLOW = 0;
                            G = 0;
                            L = 0;
                            E = 0;
                            ERR = 1;
                        end
                    endcase
                end
                else if(inp_valid_reg == 2'b01) begin
                    case(cmd_reg)
                        INC_B : begin
                            RES = opb_reg + 1;
                            OFLOW = RES[DATA_WIDTH]?1:0;
                        end
                        DEC_B : begin
                            RES = opb_reg - 1;
                            OFLOW = (opb_reg < 1)?1:0;
                        end
                        default : begin
                            RES = 0;
                            COUT = 0;
                            OFLOW = 0;
                            E = 0;
                            G = 0;
                            L = 0;
                            ERR = 1;
                        end
                    endcase
                end
				else begin
                        RES = 0;
                        COUT = 0;
                        OFLOW = 0;
                        G = 0;
                        L = 0;
                        E = 0;
                        ERR = 1;
                end
            end
            else begin
                if(inp_valid_reg == 2'b11) begin
                    case(cmd_reg)
                        AND : RES = {1'b0, opa_reg & opb_reg};
                        NAND : RES = {1'b0, ~(opa_reg & opb_reg)};
                        OR : RES = {1'b0, opa_reg | opb_reg};
                        NOR : RES = {1'b0, ~(opa_reg | opb_reg)};
                        XOR : RES = {1'b0, opa_reg ^ opb_reg};
                        XNOR : RES = {1'b0, ~(opa_reg ^ opb_reg)};
                        SHR1_A : RES = {1'b0, opa_reg >> 1};
                        SHL1_A : RES = {1'b0, opa_reg << 1};
                        SHR1_B : RES = {1'b0, opb_reg >> 1};
                        SHL1_B : RES = {1'b0, opb_reg << 1};
                        ROL_A_B : begin
                            ERR = (opb_reg[7] | opb_reg[6] | opb_reg[5] | opb_reg[4]);
                            shift_amount = opb_reg[N-1:0];
                            if(shift_amount == 0) begin
                                RES = opa_reg;
                            end
                            else begin
                                RES = (opa_reg << shift_amount) | (opa_reg >> (DATA_WIDTH - shift_amount));
                            end
                        end
			            ROR_A_B : begin
                            ERR = (opb_reg[7] | opb_reg[6] | opb_reg[5] | opb_reg[4]);
                            shift_amount = opb_reg[N-1:0];
                            if(shift_amount == 0)begin
                                RES = opa_reg;
                            end
                            else begin
                                RES = (opa_reg >> shift_amount) | (opa_reg << (DATA_WIDTH - shift_amount));
                            end
                        end
                        default : begin
                            RES = 0;
                            COUT = 0;
                            OFLOW = 0;
                            E = 0;
                            G = 0;
                            L = 0;
                            ERR = 1;
                        end
                    endcase
                end
                else if(inp_valid_reg == 2'b10) begin
                    case(cmd_reg)
                        NOT_A : RES = {1'b0, ~opa_reg};
                        default : ERR = 1;
                    endcase
                end
                else if(inp_valid_reg == 2'b01) begin
                    case(cmd_reg)
                        NOT_B : RES = {1'b0, ~opb_reg};
                        default : ERR = 1;
                    endcase
                end
                else begin
                    RES = 0;
                    COUT = 0;
                    OFLOW = 0;
                    E = 0;
                    G = 0;
                    L = 0;
                    ERR = 1;
                end
            end
        end
    end
    always@(posedge clk  or posedge rst) begin
        if(rst) begin
            mul_opa <= 0;
            mul_opb <= 0;
            mul_reg1 <= 0;
            mul_reg2 <= 0;
        end
        else begin
            if(ce_reg && mode_reg && inp_valid_reg == 2'b11) begin
                case(cmd_reg)
                    MUL_1 : begin
                        mul_opa <= opa_reg + 1;
                        mul_opb <= opb_reg + 1;
                    end
                    MUL_2 : begin
                        mul_opa <= opa_reg >> 1;
                        mul_opb <= opb_reg;
                    end
                    default : begin
                        mul_opa <= opa_reg;
                        mul_opb <= opb_reg;
                    end
                endcase
                mul_reg1 <= 1;
            end else begin
                mul_reg1 <= 0;
            end
        end
    end  
    always @(posedge clk or posedge rst) begin
        if(rst) begin
            mul_res <= 0;
            mul_reg2 <= 0;
        end else begin
            if(mul_reg1) begin
                mul_res <= mul_opa * mul_opb;
                mul_reg2 <= 1;
            end else begin
                mul_reg2 <= 0;
            end
        end
    end
    always@(posedge clk or posedge rst) begin
        if(rst) begin
            res <= 0;
            cout <= 0;
            oflow <= 0;
            g <= 0;
            l <= 0;
            e <= 0;
            err <= 0;
        end 
        else begin
            res <= RES;
            cout <= COUT;
            oflow <= OFLOW;
            g <= G;
            l <= L;
            e <= E;
            err <= ERR;
        end
    end
endmodule

==> out/qor.yml <==
status: "completed"
dpl.cell_count: 1118
period_needed_ns: 3.91
p_seq_share_pct: 28.7
rrSetupSlack_ns: 0.49
port_buffers: 49
power_frac_clock_pct: 28.2
critPathArrivalTime_ns: 4.10
drive_gt1_share_pct: 10.6
syn_area_um2: 6900
finClkSkew_ns: 0.00665
p_int_mw: 1.07
slew_viol_final: 0
cts_max_level: 2
yosys_area_um2: 6900
combPwrFrac_pct: 43.1
vias_per_cell: 6.57
netlist_instances: 892
cts-root-buf: "clkbuf_16"
postCtsSetupBuffers: 0
cp_max_fo: 10
wl_um: 27200
core_um2: 16700
dr.pass1.iters: 6
switchingPower_mw: 0.649
routedWlPerCell_um: 24.2
grt_pass1_wl_um: 42300
ys_ff: 48
clk_pin_slew_worst_paths_ns: 0.06
timing.fmax_ghz: 0.256
synth_stat.cells: 892
antennaDiodeCount: 0
peakVddDrop_v: 0.000196
cts_resized: 0
startpoint_type: "flop"
maxCapViolations: 0
cts_tree: "done"
power_mw: 1.72
hold_viol_final: 0
critPathCaptureType: "flop"
leakagePower_nw: 2.98
setup_tns_ns: 0
globalplace.congestion: 1.00
yosys_warnings: 3
placed_area_um2: 7530
die_area_um2: 17800
final_cells: 1125
clock_latency_ns: 0.30
detail-route-antenna-nets: 0
synth-edff-count: 0
die_w_um: 133
grt_pass1_vias: 6809
postSynth.asyncResetShare_pct: 100
cts_buffers: 5
ys_seq_share_pct: 17.4
boundaryPins: 50
relSlewSlack_pct: 46.2
dp_hpwl_um: 20400
fin_area_um2: 7720
grt_overflow_total: 0
final_core_util_pct: 46.2
fp_util_pct: 41.3
rows: 47
hold_path.class: "flop to flop"
synth_cell_types: 97
worst_slew_pin_slew_ns: 0.807
drc_errors: 0
switching_share_pct: 37.8
cts_max_path_buffers: 2
finalSetupViolations: 0
p_per_area_nw_per_um2: 222
hold_buffers: 0
via_count: 7393
rsz0062_at_grt: "false"
finalCritPeriodShare_pct: 88.8
antenna_found_initial: 0
die_h_um: 133
syn_avg_cell_area_um2: 7.74
largest_reg_flops: 17
critical_path_class: "flop to flop"
synthFlopType: "dfrtp_1"
warning_count: 47
area_growth_pct: 11.8
first_iter_violations: 908
worstPathRequired_ns: 4.60
gr-usage-all-layers_pct: 32.0
grt_max_degree: 49
clock-sinks: 48
## worst max-delay path: stages, from the launching register on
cell and delay, ns:
dfrtp_1 0.56, inv_1 0.11, ha_1 0.42, nor2b_1 0.20, a2111oi_0 0.70, o211ai_1 0.29, or2_1 0.35, or3_1 0.32
ha_1 0.28, a21oi_1 0.06, o21ai_0 0.17, nor3_1 0.07, a221oi_1 0.26
## layout make-up
type,instances,area (µm²)
clock buffers,5,125
clock inverters,2,60.1
fillers,1662,8980
inverters,35,131
multi-input cells,727,5140
flip-flops and latches,48,1200
well taps,220,275
repair buffers,88,783
## power by group through the flow
stage	logic, mW	clock network, mW	registers, mW
finish	0.741	0.485	0.492
global route	0.799	0.519	0.495
CTS	0.723	0.496	0.491
## cells in the final DEF, fill, tap and decap left out, types with 11 or more instances in the layout
master and n:
o221ai_1 12, nor3_1 41, nand2_1 69, ha_1 38
nand3_1 32, mux2_2 14, nor2_1 70, mux2i_1 28
a21oi_1 51, nor2b_1 20, o21ai_0 41, dfrtp_1 47
or3_1 11, a22oi_1 11, xnor2_1 24, a221oi_1 11
a211oi_1 12, inv_1 28, o21ai_1 12, clkdlybuf4s50_1 49
buf_4 39, o22ai_1 18, a31oi_1 19
## worst paths after layout
check	endpoint	cells past startpoint	startpoint
setup / recovery	res[8]$_DFF_PP0_	12	opb_reg[5]$_DFF_PP0_
hold / removal	res[15]$_DFF_PP0_	2	inp_valid_reg[1]$_DFF_PP0_
setup reg to reg	res[8]$_DFF_PP0_	12	opb_reg[5]$_DFF_PP0_
hold reg to reg	res[15]$_DFF_PP0_	2	inp_valid_reg[1]$_DFF_PP0_
max in group asynchronous	cmd_reg[0]$_DFF_PP0_	3	rst
min in group asynchronous	res[7]$_DFF_PP0_	3	rst
## kinds of logic after synthesis
family / after synthesis / share of synthesized area, %
simple gates: 329 / 25.6
compound gates: 276 / 28.1
buf+inv: 117 / 8.12
mux: 51 / 9.28
flops: 48 / 17.4
fa+ha+maj: 40 / 7.47
xor+xnor: 31 / 4.04
## cells in the mapped netlist (all sizes together), types with 7 or more instances
master / n / area [µm²]
nand2: 70 / 265
nor2: 70 / 263
clkbuf: 61 / 309
o21ai: 54 / 274
a21oi: 51 / 255
dfrtp: 48 / 1200
nor3: 43 / 231
ha: 38 / 475
inv: 34 / 128
nand3: 32 / 160
mux2i: 28 / 280
xnor2: 24 / 210
buf: 21 / 120
nor2b: 20 / 125
a31oi: 19 / 119
o22ai: 18 / 113
a211oi: 14 / 115
mux2: 14 / 158
o221ai: 12 / 105
a221oi: 11 / 96.3
a22oi: 11 / 82.6
nor4: 11 / 90.1
or3: 11 / 68.8
and2: 9 / 56.3
and3: 9 / 56.3
mux4: 9 / 203
nor3b: 9 / 72.6
o211ai: 8 / 60.1
o31ai: 8 / 60.1
nand2b: 7 / 43.8
nand4: 7 / 43.8
o211a: 7 / 70.1
xor2: 7 / 68.8
## stage by stage
step / hold slack, ns / worst slack (ns)
floorplan: 0.638 / 0.765
detailed placement: 0.781 / 0.629
CTS: 0.791 / 0.611
global placement: 0.788 / 0.668
global route: 0.825 / 0.251
finish: 0.807 / 0.494
## metal layers
metal / global-route usage (%) / wire, µm
met1: 48.5 / 12100
met2: 45.6 / 11400
met3: 7.34 / 2690
met4: 9.60 / 977
met5: 0 / 0
Power figures rest on the tool's default switching activity, not on a simulated workload.
